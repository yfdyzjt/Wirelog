## flow/run.sh

```bash
#!/bin/bash
# OpenROAD 26Q1-2900-gdf79404cd8, Yosys 0.63+post, stock flow scripts
make -C /OpenROAD-flow-scripts/flow DESIGN_CONFIG=/design/flow/config.mk WORK_HOME=/design/flow/orfs finish
```

## flow/design.v

```verilog
module Gate_Fault_Logic (        
    input wire clk,
    input wire logic_reset,       
    input wire in, 
    output wire out
);
    reg has_out;
    initial begin
        has_out = 0;
    end
    assign out = has_out ? 0 : in;
    always @(posedge clk) begin
        if (logic_reset) begin
            has_out <= 0;
        end
        else if (out) begin
            has_out <= 1;
        end
    end
endmodule
module Gate_Multi_Multi_Fault #(
    parameter INPUT_COUNT = 2,
    parameter OUTPUT_COUNT = 2,
    parameter RAND_SEED = 12'hAAA
)(
    input wire clk,
    input wire reset,
    input wire logic_reset,       
    input wire [INPUT_COUNT-1:0] in, 
    input wire fault_in, 
    output wire [OUTPUT_COUNT-1:0] out
);
    wire result;
    assign out = {OUTPUT_COUNT{result}};
    Gate_Multi_Single_Fault #( .INPUT_COUNT(INPUT_COUNT), .RAND_SEED(RAND_SEED) ) gl (
        .clk(clk),
        .reset(reset),
        .logic_reset(logic_reset),
        .in(in),
        .fault_in(fault_in),
        .out(result)
    );
endmodule
module Gate_Multi_Single_Fault #(
    parameter INPUT_COUNT = 2,
    parameter RAND_SEED = 12'hAAA
)(
    input wire clk,
    input wire reset,
    input wire logic_reset,       
    input wire [INPUT_COUNT-1:0] in, 
    input wire fault_in, 
    output wire out
);
    reg [11:0] lfsr_reg = RAND_SEED;
    wire lfsr_feedback = lfsr_reg[11] ^ lfsr_reg[5] ^ lfsr_reg[3] ^ lfsr_reg[0];
    integer i;
    reg [11:0] threshold;
    reg [INPUT_COUNT-1:0] in_prev;
    reg [$clog2(INPUT_COUNT+1)-1:0] ones_count;
    always @(posedge clk) begin
        if (reset) begin
            lfsr_reg <= RAND_SEED;
            threshold <= 0;
            in_prev <= 0;
        end
        else begin
            lfsr_reg <= {lfsr_reg[10:0], lfsr_feedback};
            if (in_prev != in) begin
                ones_count = 0;
                for (i = 0; i < INPUT_COUNT; i = i + 1) begin
                    if (in[i]) ones_count = ones_count + 1;
                end
                threshold <= ones_count * (12'hFFF / INPUT_COUNT);
                in_prev <= in;
            end
        end
    end
    wire random_value = (lfsr_reg < threshold);
    wire result = fault_in & random_value;
    Gate_Fault_Logic gl (
        .clk(clk),
        .logic_reset(logic_reset),
        .in(result),
        .out(out)
    );
endmodule
```

## flow/constraint.sdc

```tcl
current_design Gate_Multi_Multi_Fault

set clk_period 1.5
set clk_io_pct 0.2

create_clock -name clk0 -period $clk_period [get_ports {clk}]

set non_clock_inputs [all_inputs -no_clocks]
set_input_delay [expr $clk_period * $clk_io_pct] -clock clk0 $non_clock_inputs
set_output_delay [expr $clk_period * $clk_io_pct] -clock clk0 [all_outputs]
```

## flow/config.mk

```make
export PLATFORM = sky130hd
export DESIGN_NAME = Gate_Multi_Multi_Fault
export DESIGN_NICKNAME = Gate_Multi_Multi_Fault
export VERILOG_FILES = /design/flow/design.v
export SDC_FILE = /design/flow/constraint.sdc
export NUM_CORES = 4
export LEC_CHECK = 1
export CORE_AREA = 10 10 79 79
export DIE_AREA = 0 0 89 89
```

==> design notes <==
After synthesis, flip-flops and latches occupy 41.7% of the total area. Summing the areas of all compound-gate instances in the mapped netlist gives 11.3% of the synthesized area. The routed layout has 648 vias. With the detailed-router iteration count before antenna repair at 3, the highest cell delay on the worst timing path is 0.40 ns.

The synth_stat.txt file lists the number of cells as 88. The clock buffer count from CTS was 3. Max-cap violations in this run came to 0. With the flip-flop and latch count after synthesis at 18, the portion of the clock cycle consumed by the worst path in the final layout is 127%. The tools report the count of inserted antenna diode cells as 0.

From synthesis to final layout, the design area changed by 46.2%. The path with the worst hold slack has its endpoint at gl.lfsr_reg[3]. The final RePlAce weighted congestion is 0.754.

The total area inside the core boundary comes to 4660 um^2. The category of the critical setup timing path was flop to primary output. With the latest clock arrival within the worst-skew pair at 0.25 ns, the post-layout worst setup margin is -0.398 ns. The tools report the detailed-route wire length as 1.64 mm. Mapped cell area: 865 um^2. The startpoint of the tightest hold check path was gl.lfsr_reg[2]. The final timing report derives a shortest allowable period of 1.90 ns.

The number of primary I/O pins came out at 8. The checks that failed: negative setup slack. The initial antenna violation count was 0.

The count of H-tree levels built during CTS came out at 1. The number of warnings reported in the stage logs is 29. The worst register-to-register path has a depth of 6. The portion of synthesized area spent on multiplexers is 0%.

Clock transition at the registers of the reported paths: 0.06 ns. The CTS log lists the clock sinks for this run as 18. In this run, distinct cell masters in the synthesized netlist total 22. During placement, the flow inserted port buffers numbering 7. Setup repair after global routing could not meet its margin everywhere. The endpoint type of the worst setup path was a primary output.

Checking hold timing, the worst path is listed with class flop to flop. The global route stage reports its total congestion overflow as 0. After synthesis, the largest family of logic cells by area is simple AND/OR/NAND/NOR gates. Hold repair after CTS inserted 0 buffers.

Per the log, the first TritonRoute iteration ended with a DRC count of 22. Looking at the clock tree report, the root buffer type is clkbuf_8. The minimum setup slack among reg-to-reg paths was -0.10 ns; the transition time at the pin with the least slew margin was 0.397 ns.

The cell area power density was 996 nW/um^2. After technology mapping, the gate count stands at 88. The first-pass GRT wire length came out at 2.88 mm. The run gives 12 for the flip-flop count of the largest register after layout.

Per the detail_route report, vias per standard cell equal 3.90. After detailed routing, the average wire length per cell comes to 9.88 um. The run gives 527 MHz for the top achievable clock speed.

The worst setup path is launched from a flop. Walking the worst path, the cells encountered are inv_6, ha_1, a21oi_1, o21ai_2, a211oi_2, buf_2. For the number of global-route vias before repair, the log shows 671.

The total half-perimeter wirelength after legalization and detailed placement came out at 1.25 mm. The startpoint identified for the worst register-to-register timing path is gl.threshold[9]. The library cells used most frequently in the layout, excluding fill and tap cells, are dfxtp_1, buf_4, nor2_1, or2_2. Per the detail_route report, DRC violations left total 0. Per the placement report, the placed cell count is 160. The highest-count logic cell in the final layout is dfxtp_1. In the global route stage, overall resource usage came out at 4.42%. The last timing report of the flow puts the setup violation total at 3.

With the worst-case vdd ir drop at 0.386 mV, the arithmetic-cell share of the synthesized area counting full adders, half adders and majority gates is 18.8%. For this run, the number of Yosys warnings is 2. With the share of final-layout standard cells stronger than drive strength 1 at 42.9%, the starting density of the core is 18.6%. The timing report lists the critical path depth as 6 cells.

The count of nets left with antenna violations once routing finished came out at 0. Looking at the critical path, the highest net fanout was 5. With the height of the chip at 89 um, the arrival time at the worst endpoint is 1.60 ns. After synthesis, the chip area reported by Yosys is 865 um^2. According to the timing report, the data required time at the worst endpoint equals 1.20 ns. Per the final timing report, the hold violations number 0. With the number of instances on the worst hold path at 1, the clock tree skew after final layout is 0.00286 ns. Looking at the reg2reg group, the worst path ends at gl.gl.has_out. On the critical path the largest part of the delay comes from AND-OR/OR-AND gates. The clock passes through at most 2 buffers. The pin count of the biggest net entering global routing was 14; the synthesized area divided by synthesized cell count was 9.82 um^2.

The finished layout holds 166 standard cells, fillers aside. The synthesized-area fraction occupied by xor and xnor cells is 5.07%. The die is 89 um wide.

The cell type of the slowest stage on the worst timing path was dfxtp_4. The timing report notes that buffer and inverter cells on the critical path total 2. The worst-case max-slew headroom was logged as 73.4%. TritonCTS built the clock tree.

The share of synthesized cell area in and, or, nand and nor gates was 19.2%. The die covers 7920 um^2. Summed over all cells, the static leakage comes to 0.499 nW. The logs give 0.457 ns for the worst slack on hold paths and 25 for the cell row count. The run finished, with violations left. For the total negative setup slack, the log shows -0.896 ns. The pre-CTS setup slack came out at -0.539 ns. The final timing report lists a max-slew violation count of 0.
==> Yosys cell counts <==
library cell	count	area share, %
xnor2_1	5	5.1
or2_2	6	4.3
dfxtp_1	18	42
nor2_1	7	3.0
a211oi_2	1	1.4
nor2b_4	1	1.6
nor2b_1	5	3.6
a21oi_1	6	3.5
nand2b_1	1	0.72
a211oi_1	2	1.7
nand4_1	2	1.4
ha_1	13	19
o211ai_1	1	0.87
buf_4	2	1.7
o21ai_0	2	1.2
nand3_1	2	1.2
clkbuf_1	1	0.43
a2111oi_2	1	1.7
nor3_1	2	1.2
nand2_1	5	2.2
o21a_1	1	0.87
inv_1	4	1.7
==> worst register-to-register path, delay by kind of cell, from the launching register on <==
kind,cells,cell delay [ns]
flip-flops,1,0.40
adder cells (fa/ha/maj),1,0.30
AND/OR/NAND/NOR,2,0.42
buffers and inverters,2,0.23
AND-OR/OR-AND,1,0.12
==> routing by layer <==
| layer | wire, um | track usage (%) | vias to the layer above |
|---|---|---|---|
| li1 | - | - | 350 |
| met1 | 868 | 6.46 | 282 |
| met2 | 627 | 5.98 | 14 |
| met3 | 135 | 2.11 | 2 |
| met4 | 9 | 0.289 | 0 |
| met5 | 0 | 0 | - |
==> layout make-up <==
cell class	count	area, um^2
Inverter	4	20.0
Tap cell	54	67.6
Sequential cell	18	364
Timing Repair inverter	1	8.76
Timing Repair Buffer	23	180
Fill cell	467	3400
Multi-Input combinational cell	63	582
Clock buffer	3	41.3
==> kinds of logic after synthesis <==
family / Yosys count
adders and majority gates: 13
xor gates and xnor gates: 5
buffers and inverters: 7
AOI/OAI and AO/OA: 14
and+or+nand+nor: 31
DFF: 18
==> report_power, final <==
part / internal (mW) / leakage, nW / switching, mW / total (mW)
Clock: 0.178 / 0.0216 / 0.144 / 0.322
Combinational: 0.216 / 0.326 / 0.159 / 0.374
Sequential: 0.526 / 0.151 / 0.0354 / 0.562
Total: 0.920 / 0.499 / 0.338 / 1.26
==> per-stage QoR <==
stage	total power, mW	utilization [%]	instance area [um^2]
after global placement	0.894	24.8	1160
after global routing	1.34	27.1	1260
after CTS	1.25	26.3	1230
final	1.26	27.1	1260
after detailed placement	0.903	24.8	1160
after floorplan	0.781	-	933
==> worst max path at each step <==
stage                from     end  slack (ns)
6_report  gl.threshold[9]  out[0]       -0.40
5_1_grt   gl.threshold[9]  out[0]       -0.53
4_1_cts   gl.threshold[9]  out[0]       -0.44
==> what timing repair did <==
action,CTS,global route
resized,12,6
buffers inserted,1,1
pin swaps,3,5
endpoints found under the setup margin,3,3
cloned,1,0
No activity file was given, so power comes from the tool's default toggle rates.
